## ./config.mk

```make
export PLATFORM = sky130hd
export DESIGN_NAME = MASTER
export DESIGN_NICKNAME = MASTER
export VERILOG_FILES = /design/flow/design.v
export SDC_FILE = /design/flow/constraint.sdc
export NUM_CORES = 4
export LEC_CHECK = 1
export CORE_AREA = 10 10 95 95
export DIE_AREA = 0 0 105 105
```

## ./constraint.sdc

```tcl
current_design MASTER

set clk_period 3.8
set clk_io_pct 0.2

create_clock -name clk0 -period $clk_period [get_ports {CLK}]

set non_clock_inputs [all_inputs -no_clocks]
set_input_delay [expr $clk_period * $clk_io_pct] -clock clk0 $non_clock_inputs
set_output_delay [expr $clk_period * $clk_io_pct] -clock clk0 [all_outputs]
```

## ./design.v

```verilog
module MASTER(
    input transmit, MISO, CLK, reset, d_valid,
    input [7:0] data_in,
    output reg MOSI, SCLK, 
    output CS, done,
    output reg [7:0] rx
);
    parameter mode = 2'd3;  
    reg [4:0] ps, ns;
    reg [7:0] tx;
    assign CS = (ps == 5'd0);
    assign done = (ps==5'd19);
    always @(posedge CLK) begin
        if (reset) begin
            ps   <= 5'd0;
            tx   <= 8'd0;
            rx   <= 8'd0;
            MOSI <= 1'b0;
            SCLK <= mode[1];
        end else begin
            ps <= ns;
            if (ps == 5'd2) begin
                if(!mode[0])begin
		    MOSI<= data_in[7];
		    tx<= {data_in[6:0], 1'b0};
		end
		else
		    tx <= data_in;
                SCLK <= mode[1];
            end 
            else if (ps >= 5'd3 && ps <= 5'd18) begin
                SCLK <= !SCLK;
                if (SCLK == ^mode)
                    rx <= {rx[6:0], MISO};
                else begin
                    MOSI <= tx[7];
                    tx   <= {tx[6:0], 1'b0};
                end
            end
        end      
    end 
    always @(*) begin
        if(ps==5'd0)
            ns = transmit ? 5'd1 : 5'd0;
        else if(ps==5'd1)
            ns = d_valid? 5'd2:5'd1;
        else if(ps>=5'd2 && ps<=5'd18)
            ns = ps + 1'b1;
        else if(ps==5'd19)
            ns = transmit ? 5'd1 : 5'd0;
        else
            ns = 5'd0;
    end
endmodule
```

## ./run.sh

```bash
#!/bin/bash
# OpenROAD 26Q1-2900-gdf79404cd8, Yosys 0.63+post, stock flow scripts
make -C /OpenROAD-flow-scripts/flow DESIGN_CONFIG=/design/flow/config.mk WORK_HOME=/design/flow/orfs finish
```

==> results.txt <==
The synthesis and place-and-route flow finished, so here is a summary.

The design area is 1580 um2. The number of buffers created by CTS is 3. For this run, the number of standard cells in the final layout without fillers is around 250. The pre-antenna-repair detailed-routing pass consisted of 4 iterations. The final weighted congestion of routability-driven global placement came out at 0.750. The data required time at the worst endpoint is 3040 ps. Setup repair after global routing left no endpoint under its margin.

The initial antenna violation count is 0. The per-cell via count in the routed design is 3.84. Looking at area per cell type in the netlist, the leader is sky130_fd_sc_hd__dfxtp_1.

The count of input and output buffers is 24. Looking at the clock tree report, the root buffer type is sky130_fd_sc_hd__clkbuf_8. The critical path startpoint category is a register. The final critical-path share of the clock period came out at 64.4%.

For this run, the total global-route usage over all layers was measured as under 10%. The final worst setup slack is about 1400 ps. After synthesis, the largest family of logic cells by area is simple AND/OR/NAND/NOR gates.

The count of tool warnings is 28. The total overflow reported by the global router came out at 0. The total number of clock tree sinks is 23. The static leakage power is a little over 0.5 nW. The area taken by flip-flops and latches is between 400 and 500 um2. The flop and latch count out of synthesis came out at 23. The portion of synthesized cell area occupied by the leading cell type came out at about 37%.

The clock latency on the worst-skew pair came out at approximately 270 ps. The share of cells above drive strength 1 came out at 8.33%. The cell area after synthesis came out at between 1000 and 1500 um2. The total of warnings raised by yosys came out at 1. Synthesis instantiated 35 different standard cells from the library. TritonCTS built the clock tree. The post-synthesis share of cell area spent on full adders, half adders and majority gates is 4.04%. The report puts the hold buffer count at CTS at 0. The largest net degree at the start of global routing came out at 23.

Measured against its own limit, the worst slew margin works out to roughly half. The core region area is between 6000 and 7000 um2. The worst setup slack before clock tree synthesis is between 1500 and 2000 ps. The via total after detailed routing is ~970. The tally of nets with antenna violations remaining after routing came out at 0. The clock-pin slew reported for the worst setup and hold paths after clock tree synthesis is ~90 ps. The cell area reported after detailed placement is roughly 1500 um2. The max-slew violation count is 0. The part of the Yosys area used for sequential elements is a little under two fifths. The post-CTS setup buffer count is 0. The accumulated negative setup slack is 0 ps. Per the finish-stage timing summary, setup violations number 0.

The most heavily used metal layer in global routing is met1. For reference, XOR and XNOR gates occupy under 10% of the area reported after synthesis. In this build the clock could be raised as far as approximately 410 MHz. The half-perimeter wire length after placement is a little over 2 mm. The area of combinational cells with multiple inputs came out at roughly 700 um2.

For this block, the routed nets add up to about 2.7 mm of wire. The final-report hold violation count is 0. The number of primary I/O pins came out at 25.

The largest voltage drop on the vdd net came out at about 0.13 mV. The most common library cell in the layout ignoring fill and taps is sky130_fd_sc_hd__clkdlybuf4s50_1. The number of global-route vias before repair came to about 910.

Compared with the post-synthesis result, the final layout area differs by 27.9%. The met2 demand-to-capacity share in global routing is 6.45%. The mean instance size in the synthesized netlist came out at between 9 and 10 um2. For this run, asynchronously set or reset flops after synthesis account for 0%. The average detailed-routed wire length per instance came out at approximately 11 um. The final period demand of the worst path came out at 2450 ps. The count of instances resized after the clock tree is built came out at 0.

The die area came out at approximately 11000 um2. The final core area utilization came out at a little under a quarter. The count of instantiated cells in the yosys netlist is about 140. Synthesis produced a netlist whose cell count is 135. In this run the deepest clock path goes through 2 buffers. The number of synthesized flops with an enable pin is 0. The final worst hold slack came out at about 480 ps. The met3 track demand over resource came out at under 10%. On met1, the global router reports a usage of under 10%. In this run, the synthesized area fraction spent on AND-OR/OR-AND gates is recorded as between 10 and 15%.

The cell row count came out at 30. The synthesis area per yosys is about 1200 um2. The total power came out at around 0.45 mW. The number of DRC markers in iteration 0 came out at 48. Per the cell usage report, the commonest logic cells after layout are sky130_fd_sc_hd__clkdlybuf4s50_1, sky130_fd_sc_hd__dfxtp_1, sky130_fd_sc_hd__nand2_1, sky130_fd_sc_hd__mux2i_1.

Per the synth stats, the flop cell with the highest instance count is sky130_fd_sc_hd__dfxtp_1. Along the worst path, the maximum fanout reaches 6. The share of synthesized area spent on multiplexers came out at between 10% and 20%. The initial core utilization is about 18%. The simple-gate share of the synthesized area came out at ~27%.

The die outline width came out at ~110 um. The wire length of the first global-routing pass is approximately 4.6 mm. The run finished with clean final reports.

The number of levels the H-tree was split into is 1. The routed layout reports a DRC error count of 0. The number of maximum-capacitance violations came out at 0. The post-placement cell count is around 250. The critical path is of the register to primary output type. The height of the chip is about 110 um. At the worst endpoint, the arrival time is 1690 ps. The pin slew with the least headroom to its limit came out at a little under 800 ps.

In the final layout, the fill cell count is between 700 and 800. After layout, the setup clock skew is reported as ~5.4 ps. The count of antenna diodes in the layout is 0. Dividing total power by cell area gives a power density of 282 nW/um2. STA classifies the critical path endpoint as a primary output.

The type of the most critical hold path is register to register. In the post-synthesis netlist, the biggest area contributors are sky130_fd_sc_hd__dfxtp_1, sky130_fd_sc_hd__mux2i_1, sky130_fd_sc_hd__nand2_1.
[kinds of logic after synthesis]
kind of cell    Yosys count
buf+inv                  11
xor+xnor                  3
flops                    23
simple gates             62
fa+ha+maj                 4
mux                      12
compound gates           20
[cell type report]
| class | count | share of cell area [%] |
|---|---|---|
| multi-input combinational | 101 | 44.0 |
| clock buffer | 3 | 2.61 |
| inverter | 3 | 0.711 |
| clock inverter | 1 | 0.316 |
| tap | 96 | 7.59 |
| timing repair buffer | 25 | 15.7 |
| sequential | 23 | 29.1 |
[path summary, 6_finish.rpt]
check	startpoint	end	slack, ps	cells past startpoint
worst max-delay path	ps[1]	done	1350	3
worst min-delay path	tx[0]	tx[0]	480	2
worst max register to register	ps[4]	tx[7]	2060	4
worst min register to register	tx[0]	tx[0]	480	2
[routing by layer]
layer  part of all wire (%)  vias to the layer above
met5                      0                        -
met4                   0.52                        0
met3                    8.0                        2
met2                     40                       22
met1                     51                      429
li1                       -                      514
[report_power, final]
part           switching, mW  internal, mW  total [mW]
clock network         0.0828        0.0733       0.156
registers            0.00322         0.245       0.248
logic                 0.0181        0.0252      0.0433
[sequential cells by signal, summed over array words and instances, names as in the netlist]
| register | flops |
|---|---|
| MOSI | 1 |
| SCLK | 1 |
| ps | 5 |
| rx | 8 |
| tx | 8 |
[Yosys cell counts, types with 2 or more instances]
library cell,instances
sky130_fd_sc_hd__a21oi_1,3
sky130_fd_sc_hd__a311oi_1,7
sky130_fd_sc_hd__and3_1,2
sky130_fd_sc_hd__buf_6,3
sky130_fd_sc_hd__clkbuf_1,2
sky130_fd_sc_hd__dfxtp_1,23
sky130_fd_sc_hd__ha_1,4
sky130_fd_sc_hd__inv_1,3
sky130_fd_sc_hd__mux2i_1,10
sky130_fd_sc_hd__nand2_1,21
sky130_fd_sc_hd__nand2b_1,9
sky130_fd_sc_hd__nand3_1,3
sky130_fd_sc_hd__nand4_1,2
sky130_fd_sc_hd__nor2_1,9
sky130_fd_sc_hd__nor2b_1,3
sky130_fd_sc_hd__nor3_1,7
sky130_fd_sc_hd__o21a_1,2
sky130_fd_sc_hd__o21ai_0,4
sky130_fd_sc_hd__xnor2_1,2
[worst max-delay path, stage by stage, from the launching register on]
cell and delay, ps:
sky130_fd_sc_hd__dfxtp_1 450, sky130_fd_sc_hd__ha_1 330, sky130_fd_sc_hd__and3_1 190, sky130_fd_sc_hd__clkdlybuf4s50_1 460
No activity file was given, so power comes from the tool's default toggle rates.
