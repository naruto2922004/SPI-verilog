`./config.mk`:
```
export PLATFORM = sky130hd
export DESIGN_NAME = SLAVE1
export DESIGN_NICKNAME = SLAVE1
export VERILOG_FILES = /design/flow/design.v
export SDC_FILE = /design/flow/constraint.sdc
export NUM_CORES = 4
export LEC_CHECK = 1
export CORE_AREA = 10 10 83 83
export DIE_AREA = 0 0 93 93
```
`./constraint.sdc`:
```
current_design SLAVE1

set clk_period 2.5
set clk_io_pct 0.2

create_clock -name clk0 -period $clk_period [get_ports {CLK}]

set non_clock_inputs [all_inputs -no_clocks]
set_input_delay [expr $clk_period * $clk_io_pct] -clock clk0 $non_clock_inputs
set_output_delay [expr $clk_period * $clk_io_pct] -clock clk0 [all_outputs]
```
`./design.v`:
```
module SLAVE1(
    input  MOSI, SCLK, CS, reset, CLK,
    input [7:0]data_in,
    output reg MISO,
    output done,
    output reg[7:0]rx
    );
    parameter mode = 2'd3;  
    reg [4:0]count;
    reg [7:0]tx;
    reg t;
    wire rising,falling;
    assign rising= (SCLK && (!t));
    assign falling= (!SCLK && t);
    always@(posedge CLK)begin
        if(reset | CS)begin
            tx   <= 8'd0;
            rx   <= 8'd0;
            count<= 5'd0;
            t<= mode[1];
            MISO <= 1'b0;   
        end
        else begin
            t<=SCLK;
            if(count==5'b0)begin
		if(!mode[0])begin
		    MISO<= data_in[7];
		    tx<= {data_in[6:0], 1'b0};
		end
		else
		    tx <= data_in;
	    end
            if((^mode && falling)|(!(^mode) && rising))begin
                rx <= {rx[6:0], MOSI};
                count<=count+1;
            end
            if((^mode && rising)|(!(^mode) && falling))begin
                MISO<= tx[7];
                tx<= {tx[6:0], 1'b0};
                 count<=count+1;
            end
            if(count==5'd16)
                count<=5'd0;
        end
    end
assign done= (count==5'd16);  
endmodule
```
`./run.sh`:
```
#!/bin/bash
# OpenROAD 26Q1-2900-gdf79404cd8, Yosys 0.63+post, stock flow scripts
make -C /OpenROAD-flow-scripts/flow DESIGN_CONFIG=/design/flow/config.mk WORK_HOME=/design/flow/orfs finish
```
==> results.cfg <==
; flow metrics
[routing]
routed_via_density = 3.90
ant_nets = 0
remaining_drc_errors = 0
routed_wl_um = 2150
num_vias = 761
dr.pass1.iters = 2
diodes = 0
drt_iter0_drc = 25
post_drt_wl_per_cell_um = 11.0

[clock_tree]
cts_root_buf = clkbuf_8
cts_tree = yes
hold_buffers = 0
postCtsResizedCells = 0
clockBufferDepth = 2
cts.htree.levels = 1
clk_latency_ns = 0.26
clock_sinks = 23
cts_setup_buffers = 0
path_clk_slew_ns = 0.08
cts_made_buffers = 3

[min_path]
whs_path_depth = 2
hold_class = reg2reg

[die]
dieHeight_um = 93
fp_util = 0.194
fp.dieW_um = 93
dieArea_sq_um = 8650
core_region_area_sq_um = 5140
rows = 26
pin_count = 23

[critical_path]
cp_cell_sequence = inv_1 > ha_1 > and3_1 > clkdlybuf4s50_1
max_stage_delay_ns = 0.41
cpLargestDelayFamily = buffers and inverters
path_class = reg2out
crit_required_ns = 2.00
cp-end-kind = primary output
critPathMaxFanout = 4
start_kind = register
cp_slowest_cell = clkdlybuf4s50_1
crit_cells = 4
arrival_ns = 1.55
cp_num_buf_inv = 2
ff2ff_path_depth = 5

[synthesis]
synth_chip_area_sq_um = 998
ys_cells = 105
synthCells = 105
synth_cell_types = 20
synth.avg_cell_area_sq_um = 9.51
synth_seq_share = 0.461
ys_seq_elements = 23
synth_area_sq_um = 998
yosys_warnings = 1

[flow_run]
maxCapViolCount = 0
warning_count = 27

[final_timing]
worst_pin_slew_ns = 0.697
hold_viol_final = 0
setup_slack_ns = 0.455
slew_headroom = 0.535
rsz0062_at_grt = false
min_period_ns = 2.05
fmax_mhz = 489
skew_ns = 0.00307
hold_slack_ns = 0.500
finalSetupTns_ns = 0
final_max_slew_viol_count = 0
setup_viol = 0
period_used_share = 0.818

[placement]
globalplace.congestion = 0.757
placed_area_sq_um = 1280
dp_hpwl_um = 1540
numPortBuffers = 22
place_ws_ns = 0.372

[global_routing]
grt_max_degree = 24
grt_overflow = 0
grt_usage = 0.0486
grt_antenna_before_repair = 0
grt_pass1_wl_um = 3510
grt_pass1_vias = 731

[power]
ir_drop_uv = 185
finalPower_uw = 690
leakagePower_uw = 0.000481
powerDensity_nw_per_um2 = 520

[finish]
layout_top_cells = dfxtp_1 (23), clkdlybuf4s50_1 (22), nor2_1 (15), nor3_1 (15), mux2i_1 (11)
drive_gt1_frac = 0.0560
layout_top_cell = dfxtp_1
area_delta_synth_final_pct = 33.1
final_cell_area_sq_um = 1330

[run_status]
status = complete, no violations
## kinds of logic after synthesis
group | after synthesis | share of synthesized area
flip-flops | 23 | 0.461
AND/OR/NAND/NOR | 52 | 0.296
adder cells (fa/ha/maj) | 4 | 0.0501
multiplexers | 11 | 0.110
AND-OR/OR-AND | 1 | 0.00877
buffers and inverters | 10 | 0.0388
XOR/XNOR | 4 | 0.0351
## synth_stat cells
library cell	number	area, sq um
a31o_2	1	8.76
and3_1	1	6.26
buf_1	1	3.75
buf_2	1	5.00
clkbuf_1	4	15.0
dfxtp_1	23	460
ha_1	4	50.1
inv_1	4	15.0
mux2i_1	11	110
nand4b_1	2	17.5
nor2_1	15	56.3
nor2b_1	8	50.1
nor3_1	15	75.1
nor4_1	7	43.8
nor4b_4	1	23.8
or2_2	1	6.26
or3_1	1	6.26
or4b_1	1	10.0
xnor2_1	1	8.76
xor2_1	3	26.3
## worst paths after layout
check | startpoint | endpoint | slack [ns]
min reg2reg | tx[3] | tx[4] | 0.50
min | tx[3] | tx[4] | 0.50
max reg2reg | count[0] | tx[2] | 0.84
max | count[0] | done | 0.45
## where the power goes
part	internal (uW)	switching [uW]	total (uW)
sequential	375	5.45	381
clock	111	119	230
combinational	42.4	37.1	79.5
## tightest hold or removal path: cells and delay by family (launching register included)
kind / cells / cell delay, ns
DFF: 1 / 0.31
and+or+nand+nor: 2 / 0.15
## through the flow
stage | util | std cells
floorplan | - | 105
detailed placement | 0.250 | 191
global route | 0.259 | 195
finish | 0.259 | 195
CTS | 0.259 | 195
global placement | 0.250 | 191
## final cells by class
type	count	area, sq um
Tap cell	70	87.6
Inverter	4	15.0
Sequential cell	23	460
Timing Repair Buffer	22	220
Clock buffer	3	41.3
Multi-Input combinational cell	72	499
Clock inverter	1	5.00
Fill cell	582	3810
## sequential cells by signal (all words and copies together), names as in the netlist
register,cells
MISO,1
tx,8
t,1
rx,8
count,5
## per-layer routing
metal | share of wire | wire length, um | vias up | global-route usage
met4 | 0 | 0 | 0 | 0.00257
li1 | - | - | 404 | -
met5 | 0 | 0 | - | 0
met1 | 0.53 | 1140 | 342 | 0.0700
met2 | 0.42 | 896 | 15 | 0.0701
met3 | 0.051 | 110 | 0 | 0.0194
Power is estimated from default activity; no workload was simulated.
